## design/flow/design.v

```verilog
module BC (inicio, clk, rst, m0, m1, m2, lx, ls, lh, h);
    input inicio, clk, rst;
    output reg [1:0] m0;
    output reg [1:0] m1;
    output reg [1:0] m2;
    output reg lx, ls, lh, h;
    parameter s0 = 3'b000, s1 = 3'b001, s2 = 3'b010, s3 = 3'b011, s4 = 3'b100, s5 = 3'b101, s6 = 3'b110;
    reg [2:0] estado;
    always @(posedge clk) begin
        if (rst == 1) begin 
            estado <= s0;
            m0 <= 01;
            m1 <= 01;
            m2 <= 00;
            lx <= 1;
            ls <= 0;
            lh <= 0;
            h <= 1;
        end
        else
            case (estado)
                s0: 
                    if (inicio == 1) begin
                        estado = s1;
                        m0 <= 01;
                        m1 <= 01;
                        m2 <= 00;
                        lx <= 0;
                        ls <= 0;
                        lh <= 1;
                        h <= 1;
                    end
                s1: 
                    begin
                        estado = s2;
                        m0 <= 01;
                        m1 <= 00;
                        m2 <= 11;
                        lx <= 0;
                        ls <= 1;
                        lh <= 0;
                        h <= 1;
                    end
                s2: 
                    begin
                        estado = s3;
                        m0 <= 10;
                        m1 <= 00;
                        m2 <= 00;
                        lx <= 0;
                        ls <= 0;
                        lh <= 1;
                        h <= 1;
                    end
                s3: 
                    begin
                        estado = s4;
                        m0 <= 10;
                        m1 <= 11;
                        m2 <= 10;
                        lx <= 0;
                        ls <= 1;
                        lh <= 0;
                        h <= 0;
                    end
                s4: 
                    begin
                        estado = s5;
                        m0 <= 11;
                        m1 <= 00;
                        m2 <= 10;
                        lx <= 0;
                        ls <= 1;
                        lh <= 0;
                        h <= 0;
                    end
                s5: 
                    begin
                        estado = s6;
                        m0 <= 00;
                        m1 <= 00;
                        m2 <= 00;
                        lx <= 0;
                        ls <= 0;
                        lh <= 0;
                        h <= 0;
                    end
                s6: 
                    begin
                        estado = s0;
                        m0 <= 01;
                        m1 <= 01;
                        m2 <= 00;
                        lx <= 1;
                        ls <= 0;
                        lh <= 0;
                        h <= 1;
                    end
            endcase
    end
endmodule
```

## design/flow/run.sh

```bash
#!/bin/bash
# OpenROAD 26Q1-2900-gdf79404cd8, Yosys 0.63+post, stock flow scripts
make -C /OpenROAD-flow-scripts/flow DESIGN_CONFIG=/design/flow/config.mk WORK_HOME=/design/flow/orfs finish
```

## design/flow/config.mk

```make
export PLATFORM = sky130hd
export DESIGN_NAME = BC
export DESIGN_NICKNAME = BC
export VERILOG_FILES = /design/flow/design.v
export SDC_FILE = /design/flow/constraint.sdc
export NUM_CORES = 4
export LEC_CHECK = 1
export CORE_AREA = 10 10 76 76
export DIE_AREA = 0 0 86 86
```

## design/flow/constraint.sdc

```tcl
current_design BC

set clk_period 1.7
set clk_io_pct 0.2

create_clock -name clk0 -period $clk_period [get_ports {clk}]

set non_clock_inputs [all_inputs -no_clocks]
set_input_delay [expr $clk_period * $clk_io_pct] -clock clk0 $non_clock_inputs
set_output_delay [expr $clk_period * $clk_io_pct] -clock clk0 [all_outputs]
```

==> changes_impl.md <==
## Flow update

- Power per cell area: 940 nW/um^2
- Crit path buf inv count: 1
- Post-synth cell types: 22
- Final Core Density: around 22%
- Seq share, synth: around 53%
- Gpl congestion: a little under 0.9
- Flop2flop setup slack: 170 ps
- Crit path cell chain: or4_4 -> o21ai_4 -> buf_4 -> mux2i_1
- Max incr delay on CP: between 500 and 600 ps
- Top Layout Cells: dfxtp_1 (17), clkdlybuf4s50_1 (12), nor2b_1 (6)
- Placed Instance Area: 843 sq um
- Number of synthesized flops with an enable pin: 0
- Max-slew violations: 0
- Wl on met1: approximately 850 um
- Synthesized area per cell: between 10 and 15 sq um
- Share of cells above drive strength 1: 17.3%
- Hold path cells: 2
- # hold bufs at CTS: 0
- Critical path arrival: ~1700 ps
- Asr flop ratio synth: 0%
- VDD IR max: approximately 0.36 mV
- Yosys Instances: between 60 and 70
- Global route overflow: 0
- Status: complete, no violations
- Crit-path leading delay family: simple AND/OR/NAND/NOR gates
- Port bufs: 12
- Yosys warning tally: 1
- Die span in y: between 80 and 90 um
- DIE AREA: 7400 sq um
- Registers, synthesis: 17
- Worst slew pin tran: approximately 460 ps
- Worst hold start: m2[0]$_SDFFE_PP0P_
- Via/cell ratio: roughly 3.9
- Fillers: approximately 450
- CP Data Required Time: 1880 ps
- CP Class: flip-flop to flip-flop
- Met2 wire len: 510 um
- Routed length per instance: about 12 um
- Maxcap violations: 0
- Post-DP HPWL: roughly 1.2 mm
- Antenna violations before repair: 0
- Hold Path Class: flip-flop to flip-flop
- # Post-CTS Setup Buffers: 0
- Dominant Register Cell: dfxtp_1
- Clock Skews: 1.73 ps
- Layout area overhead: 39.2%
- Stage-log warning count: 25
- Syn Inst Count: around 63
- Final hold vios: 0
- Drt first pass iters: 4
- Critical R2R Capture: m1[0]$_SDFFE_PP1P_
- Finished Layout Cells: between 100 and 150
- Crit end category: flip-flop
- CORE AREA: between 4000 and 5000 sq um
- Worst-path clk slew: 60 ps
- Yosys stat area: roughly 640 sq um
- Worst Hold Path EP: m2[0]$_SDFFE_PP0P_
- Leak: about 0.33 nW
- Ports: 13
- Number of diodes: 0
- Die Wd: around 86 um
- First-pass GRT wire length: 2.55 mm
- Rows: 23
- H-tree depth: 1
- Final WL: around 1.5 mm
- R2R depth: 4
- DRC: 0
- Placed Instances: around 130
- Post-DRT Antenna Nets: 0
- Dominant logic cell type in the layout: dfxtp_1
- Critical path's slowest cell: or4_4
- CP startpoint kind: flip-flop
- Met3 wire len: between 150 and 200 um
- Max_slew headroom: between 60 and 70%
- Crit Path Max Fanout: 6
- CTS Root Cell: clkbuf_8
- FP Util: around 16%
- Sinks on the clock net: 17
- Setup Viol. Count Final: 0
- Synth Cell Area: around 640 sq um
- Design area: 888 sq um
- Longest Clk Path Bufs: 2
- Final Cycle Share: about nine tenths
- Fmax: roughly 650 MHz
- TritonCTS clock tree: done
- Highest Signal Layer: met4
- Largest net degree at the start of global routing: 15
- RSZ-0062 raised after global routing: no
- Min Clock Period, post-route: approximately 1500 ps
- First DRT Iteration DRCs: approximately 70
- GRT Util Overall: roughly 4.2%
- R2R Path Start: estado[2]$_DFF_P_
- CTS buffer count: 3
- Resize count post-CTS: 0
- Via count of the first global-routing pass: about 460
- Worst-Skew Late Latency: around 250 ps
- Vias: about 510
## final cells by class
type	count	area, sq um	share of cell area [%]
tap	50	62.6	7.04
inverter	2	7.51	0.845
clock buffer	4	45.0	5.07
multi-input combinational	42	283	31.8
timing repair buffer	16	150	16.9
sequential	17	340	38.3
## routing by layer
layer  vias up  track usage [%]
li1        265                -
met1       226             6.62
met2        14             4.60
met3         2             2.48
met4         0            0.299
met5         -                0
## registers in the layout, indices dropped and copies added, names as in the netlist
name    flops
estado      7
m0          2
m1          2
m2          2
h           1
lh          1
ls          1
lx          1
## power breakdown
group	total, W	switching [W]	leakage [nW]	internal (W)
registers	0.000436	0.0000165	0.139	0.000420
logic	0.000108	0.0000430	0.171	0.0000647
clock network	0.000291	0.000125	0.0228	0.000166
## Yosys cell counts, types with 2 or more instances
cell       n  area, sq um
a21oi_1    3         15.0
and3_1     2         12.5
nand2b_1   2         12.5
nand2_1    3         11.3
clkbuf_1   2         7.51
dfxtp_1   17          340
nor3_1     3         15.0
o21ai_0    3         15.0
nor4_1     4         25.0
a221o_2    2         22.5
nor2b_1    6         37.5
inv_1      2         7.51
mux2i_1    2         20.0
nor2_1     4         15.0
## worst max-delay path by stage
stage	from	endpoint	slack (ps)	cells past startpoint
final	estado[2]$_DFF_P_	m1[0]$_SDFFE_PP1P_	170	4
after CTS	estado[2]$_DFF_P_	m1[0]$_SDFFE_PP1P_	180	4
after global routing	inicio	h$_SDFFE_PP1P_	80	4
## worst reg2reg max path, stage by stage, from the launching register on
cell     delay, ps
dfxtp_1        370
or4_4          550
o21ai_4        210
buf_4          160
mux2i_1        170
## metrics by stage
| stage | power, W | setup slack (ps) | setup TNS [ps] | hold slack [ps] |
|---|---|---|---|---|
| final | 0.000835 | 169 | 0 | 478 |
| after CTS | 0.000840 | 182 | 0 | 478 |
| after detailed placement | 0.000553 | -11.0 | -11.0 | 470 |
| after global routing | 0.000878 | 80.6 | 0 | 507 |
| after global placement | 0.000552 | 30.6 | 0 | 459 |
| after floorplan | 0.000493 | 373 | 0 | 421 |
## logic make-up after synthesis
logic type	count (synthesis)	share of synthesized area (%)
multiplexers	2	3.14
AND/OR/NAND/NOR	28	26.1
flip-flops	17	53.3
AND-OR/OR-AND	12	15.1
buffers and inverters	4	2.35
Power figures rest on the tool's default switching activity, not on a simulated workload.
