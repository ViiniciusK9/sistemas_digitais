`./config.mk`:
```
export PLATFORM = sky130hd
export DESIGN_NAME = BO
export DESIGN_NICKNAME = BO
export VERILOG_FILES = /design/flow/design.v
export SDC_FILE = /design/flow/constraint.sdc
export NUM_CORES = 4
export LEC_CHECK = 1
export CORE_UTILIZATION = 50
```
`./design.v`:
```
module multiplexador_4x1_16b(entrada_0, entrada_1, entrada_2, entrada_3, entrada_controle, saida);
    input [15:0] entrada_0;
    input [15:0] entrada_1;
    input [15:0] entrada_2;
    input [15:0] entrada_3;
    input [1:0] entrada_controle;
    output reg [15:0] saida;
    always @(entrada_controle or entrada_0 or entrada_1 or entrada_2 or entrada_3) begin
        case (entrada_controle)
            2'b00: saida = entrada_0;
            2'b01: saida = entrada_1;
            2'b10: saida = entrada_2;
            2'b11: saida = entrada_3; 
        endcase
    end 
endmodule
module registrador_16b(clk, l, d, q);
    input clk;
    input l;
    input [15:0] d;
    output reg [15:0] q;
    initial begin
        q = 16'b0000000000000000;
    end
    always @(posedge clk) begin 
        if (l == 1) begin
            q = d;
        end
    end
endmodule
module ula(e0, e1, h, s);
    input [15:0] e0;
    input [15:0] e1;
    input h;
    output reg [15:0] s;
    wire [15:0] soma, mult;
    assign soma = e0 + e1;
    assign mult = e0 * e1;
    always @(h or e0 or e1) begin
        case (h)
            1'b0:  s = soma;
            1'b1:  s = mult;
        endcase
    end 
endmodule
module BO(a, b, c, x, m0, m1, m2, lx, ls, lh, h, clk, resultado);
    input [15:0] a;
    input [15:0] b;
    input [15:0] c;
    input [15:0] x;
    input [1:0] m0;
    input [1:0] m1;
    input [1:0] m2;
    input lx;
    input ls;
    input lh;
    input h;
    input clk;
    output [15:0] resultado;
    parameter exx = 16'b0000000000000000;
    wire [15:0] re_x_to_mu;
    wire [15:0] mu_0_to_mu_1;
    wire [15:0] mu_0_to_mu_2;
    wire [15:0] mu_2_to_u0;
    wire [15:0] mu_1_to_u0;
    wire [15:0] u0_to_re;
    wire [15:0] re_s_to_mu;
    wire [15:0] re_h_to_mu;
    registrador_16b re_x(clk, lx, x, re_x_to_mu);
    multiplexador_4x1_16b mu_0(exx, a, b, c, m0, mu_0_to_mu_1);
    multiplexador_4x1_16b mu_1(mu_0_to_mu_1, re_x_to_mu, re_s_to_mu, re_h_to_mu, m1, mu_1_to_u0);
    multiplexador_4x1_16b mu_2(re_x_to_mu, mu_0_to_mu_2, re_s_to_mu, re_h_to_mu, m2, mu_2_to_u0);
    ula u0(mu_2_to_u0, mu_1_to_u0, h, u0_to_re);
    registrador_16b re_s(clk, ls, u0_to_re, re_s_to_mu);
    registrador_16b re_h(clk, lh, u0_to_re, re_h_to_mu);
    assign resultado = re_s_to_mu;
endmodule
```
`./constraint.sdc`:
```
current_design BO

set clk_period 14.3
set clk_io_pct 0.2

create_clock -name clk0 -period $clk_period [get_ports {clk}]

set non_clock_inputs [all_inputs -no_clocks]
set_input_delay [expr $clk_period * $clk_io_pct] -clock clk0 $non_clock_inputs
set_output_delay [expr $clk_period * $clk_io_pct] -clock clk0 [all_outputs]
```
`./run.sh`:
```
#!/bin/bash
# OpenROAD 26Q1-2900-gdf79404cd8, Yosys 0.63+post, stock flow scripts
make -C /OpenROAD-flow-scripts/flow DESIGN_CONFIG=/design/flow/config.mk WORK_HOME=/design/flow/orfs finish
```
==> flow_metrics.env <==
# yosys + openroad results
export IMPL_outcome="finished, final reports clean"
export IMPL_yosys_top_cells_area="sky130_fd_sc_hd__fa_1 (22%), sky130_fd_sc_hd__edfxtp_1 (20%), sky130_fd_sc_hd__ha_1 (11%), sky130_fd_sc_hd__inv_1 (6.8%), sky130_fd_sc_hd__nand2_1 (4.6%)"
export IMPL_worst_path_max_fanout=18
export IMPL_drive_above_1_share_pct=7.277
export IMPL_critical_path_slowest_cell="sky130_fd_sc_hd__clkdlybuf4s50_1"
export IMPL_log_warning_count=26
export IMPL_largest_area_contributor_in_the_synthesized_netlist="sky130_fd_sc_hd__fa_1"
export IMPL_period_used_pct=70.37
export IMPL_final_fill_count=1189
export IMPL_rsz_0062_raised_after_global_routing="false"
export IMPL_placement_io_buffers=90
export IMPL_min_from="re_x.q[15]"
export IMPL_critical_path_most_common_cell="sky130_fd_sc_hd__fa_1"
export IMPL_cts_hold_repair_buffers=0
export IMPL_post_route_core_utilization_pct=60.37
export IMPL_slew_limit_headroom_pct=45.32
export IMPL_detail_route_drc_violations=0
export IMPL_rows=43
export IMPL_finalWeightedCongestion=0.9092
export IMPL_yosys_cells=768
export IMPL_detailroute_via_count=5509
export IMPL_core_area_um2=14040
export IMPL_max_slew_violation_count=0
export IMPL_post_syn_area_per_cell_um2=9.503
export IMPL_cts_repair_resize_count=0
export IMPL_enable_flop_cells=48
export IMPL_ys_top_cells_by_count="sky130_fd_sc_hd__inv_1 (132), sky130_fd_sc_hd__nand2_1 (89), sky130_fd_sc_hd__fa_1 (81), sky130_fd_sc_hd__nor2_1 (75), sky130_fd_sc_hd__ha_1 (64)"
export IMPL_worst_path_dominant_cell_family="adder cells"
export IMPL_clkSlewWorstSetupHoldPaths_ns=0.06
export IMPL_critPathLaunchType="input pin"
export IMPL_num_antenna_cells=0
export IMPL_die_h_um=122.8
export IMPL_critical_path_required_ns=14.32
export IMPL_worst_ep_arrival_time_ns=10.09
export IMPL_top_cell="sky130_fd_sc_hd__inv_1"
export IMPL_gr_usage_all_layers_pct=28.85
export IMPL_instance_tally_after_logic_synthesis=768
export IMPL_post_synth_num_cell_types=58
export IMPL_final_setup_tns_ns=0
export IMPL_synth_sequential_area_ratio_pct=19.75
export IMPL_clock_tree_htree_level_count=2
export IMPL_syn_area_um2=7298
export IMPL_floorplan_io_pins=91
export IMPL_rr_startpoint="re_s.q[3]"
export IMPL_grt_ovfl_total=0
export IMPL_finalHoldViolCount=0
export IMPL_area_delta_synth_final_pct=16.15
export IMPL_critical_path_max_stage_delay_ns=0.95
export IMPL_detailed_place_hpwl_mm=15.49
export IMPL_antenna_found_initial=0
export IMPL_fmax_mhz=99.38
export IMPL_worst_hold_path_type="flop to flop"
export IMPL_cts_tree="yes"
export IMPL_period_minus_slack_ns=10.06
export IMPL_synth_ff_latch_count=48
export IMPL_drt_iter0_drcs=282
export IMPL_worst_slack_ns=4.238
export IMPL_post_route_antenna_net_violation_count=0
export IMPL_synth_top_area_share_pct=22.22
export IMPL_total_clock_sinks=48
export IMPL_cts_made_buffers=5
export IMPL_skew_ns=0.005569
export IMPL_grt_first_pass_wirelength_mm=30.05
export IMPL_insertion_delay_ns=0.29
export IMPL_endpoint_kind="flop"
export IMPL_path_buffers=6
export IMPL_drt_pass1_iter_count=4
export IMPL_worstMarginPinSlew_ns=0.8176
export IMPL_synthFlopType="sky130_fd_sc_hd__edfxtp_1"
export IMPL_dieWidth_um=122.8
export IMPL_synth_async_sr_flop_share_pct=0
export IMPL_grt_max_degree=34
export IMPL_die_area_um2=15080
export IMPL_first_global_vias=5754
export IMPL_yosys_stat_chipArea_um2=7298
export IMPL_post_cts_buffers=0
export IMPL_maxCapViolCount=0
export IMPL_crit_start="m0[0]"
export IMPL_timing_critical_path_cells="clkdlybuf4s50_1 > mux2_2 > a221oi_1 > nor3_1 > a21oi_2 > inv_1 > ha_1 > fa_1 > inv_1 > fa_1 > fa_1 > fa_1 > inv_1 > fa_1 > inv_1 > fa_1 > inv_1 > ha_1 > or3_1 > o21ai_0 > mux2i_1 > or3b_2"
export IMPL_buffer_type_at_the_clock_tree_root="sky130_fd_sc_hd__clkbuf_16"
export IMPL_final_setup_viol_count=0
export IMPL_placement_setup_worst_slack_ns=3.964
export IMPL_longest_clk_path_bufs=2
export IMPL_post_drt_via_cell_ratio=5.338
export IMPL_fp_utilization_pct=51.97
export IMPL_yosys_warnings=19
export IMPL_worst_setup_path_type="input pin to flop"
export IMPL_wirelength_mm=18.66
export IMPL_avgRoutedWirePerCell_um=18.08
[cells in the final DEF (no fill, tap or decap), types with 9 or more instances in the layout]
master	count
sky130_fd_sc_hd__nand2_1	89
sky130_fd_sc_hd__inv_1	132
sky130_fd_sc_hd__clkdlybuf4s50_1	90
sky130_fd_sc_hd__mux2i_1	21
sky130_fd_sc_hd__edfxtp_1	48
sky130_fd_sc_hd__xnor2_1	35
sky130_fd_sc_hd__and2_1	17
sky130_fd_sc_hd__a21oi_1	16
sky130_fd_sc_hd__mux2_2	18
sky130_fd_sc_hd__fa_1	81
sky130_fd_sc_hd__xor2_1	9
sky130_fd_sc_hd__o21ai_0	18
sky130_fd_sc_hd__a21o_1	14
sky130_fd_sc_hd__nor2_1	75
sky130_fd_sc_hd__nor2b_1	11
sky130_fd_sc_hd__buf_4	10
sky130_fd_sc_hd__ha_1	64
[worst reg2reg max path, delay by kind of cell (launching register included)]
family                     cells  cell delay (ns)
AOI/OAI and AO/OA              5             1.31
adders and majority gates      8             2.95
buffers and inverters          7             0.79
DFF                            1             0.41
muxes                          2             0.31
and+or+nand+nor                2             0.59
[metal layers]
| metal | share of wire, % | track usage, % |
|---|---|---|
| met1 | 43 | 41.51 |
| met2 | 47 | 45.47 |
| met3 | 7.7 | 8.539 |
| met4 | 2.7 | 6.021 |
| met5 | 0 | 0 |
[cell type report]
| class | instances | area, um^2 | area share (%) |
|---|---|---|---|
| Multi-Input combinational cell | 559 | 5179 | 61.09 |
| Sequential cell | 48 | 1441 | 17.00 |
| Timing Repair Buffer | 100 | 975.9 | 11.51 |
| Inverter | 137 | 514.2 | 6.066 |
| Tap cell | 180 | 225.2 | 2.657 |
| Clock buffer | 7 | 132.6 | 1.565 |
| Clock inverter | 1 | 8.758 | 0.1033 |
[through the flow]
| stage | cell area, um^2 | hold WS [ns] | std cells |
|---|---|---|---|
| after floorplan | 7298 | 0.9900 | 768 |
| after global placement | 8335 | 1.133 | 1024 |
| after detailed placement | 8335 | 1.107 | 1024 |
| after CTS | 8477 | 1.128 | 1032 |
| after global routing | 8477 | 1.222 | 1032 |
| final | 8477 | 1.146 | 1032 |
[final timing paths]
| kind | endpoint | slack [ns] | depth (start not counted) |
|---|---|---|---|
| setup reg to reg | re_h.q[14] | 7.66 | 24 |
| hold reg to reg | re_h.q[15] | 1.15 | 5 |
| setup / recovery | re_h.q[14] | 4.24 | 22 |
| hold / removal | re_h.q[15] | 1.15 | 5 |
[state kept, by name (all words and copies together) (netlist names)]
name	count
re_x.q	16
re_h.q	16
re_s.q	16
[cells by family (layout without fill, tap and decap cells)]
kind of cell / Yosys count / count (layout) / synth area share [%]
buf+inv: 161 / 245 / 9.292
mux: 52 / 52 / 8.949
xor+xnor: 48 / 48 / 6.258
compound gates: 96 / 96 / 9.378
flops: 48 / 48 / 19.75
simple gates: 218 / 218 / 13.18
fa+ha+maj: 145 / 145 / 33.19
